[./run.sh]
#!/bin/bash
# OpenROAD 26Q1-2900-gdf79404cd8, Yosys 0.63+post, stock flow scripts
make -C /OpenROAD-flow-scripts/flow DESIGN_CONFIG=/design/flow/config.mk WORK_HOME=/design/flow/orfs finish
[./config.mk]
export PLATFORM = sky130hd
export DESIGN_NAME = CU_DCDR
export DESIGN_NICKNAME = CU_DCDR
export VERILOG_FILES = /design/flow/design.v
export SDC_FILE = /design/flow/constraint.sdc
export NUM_CORES = 4
export LEC_CHECK = 1
export CORE_AREA = 10 10 70 70
export DIE_AREA = 0 0 80 80
export SYNTH_HDL_FRONTEND = slang
[./constraint.sdc]
current_design CU_DCDR

set clk_period 2.6
set clk_io_pct 0.2

create_clock -name clk0 -period $clk_period

set non_clock_inputs [all_inputs -no_clocks]
set_input_delay [expr $clk_period * $clk_io_pct] -clock clk0 $non_clock_inputs
set_output_delay [expr $clk_period * $clk_io_pct] -clock clk0 [all_outputs]
[./design.v]
`timescale 1ns / 1ps
module CU_DCDR(
    input br_eq, 
    input br_lt, 
    input br_ltu,
    input int_taken,
    input [6:0] opcode,    
    input func7,           
    input [2:0] func3,     
    output logic [3:0] alu_fun,
    output logic [2:0] pcSource,
    output logic [1:0] alu_srcA,
    output logic [2:0] alu_srcB, 
    output logic [1:0] rf_wr_sel   );
    typedef enum logic [6:0] {
        LUI    = 7'b0110111,
        AUIPC  = 7'b0010111,
        JAL    = 7'b1101111,
        JALR   = 7'b1100111,
        BRANCH = 7'b1100011,
        LOAD   = 7'b0000011,
        STORE  = 7'b0100011,
        OP_IMM = 7'b0010011,
        OP_RG3 = 7'b0110011,
        SYS = 7'b1110011
    } opcode_t;
    opcode_t OPCODE;  
    assign OPCODE = opcode_t'(opcode);  
    typedef enum logic [2:0] {
        BEQ = 3'b000,
        BNE = 3'b001,
        BLT = 3'b100,
        BGE = 3'b101,
        BLTU = 3'b110,
        BGEU = 3'b111
    } func3_t;    
    func3_t FUNC3;  
    assign FUNC3 = func3_t'(func3);  
    always_comb begin 
        pcSource = 3'b000;  alu_srcB = 3'b000;    rf_wr_sel = 2'b00; 
        alu_srcA = 2'b00;   alu_fun  = 4'b0000;
        if (int_taken == 1'b1) 
           pcSource = 3'b100; 
        else        
        case(OPCODE)
            SYS: begin
                case(FUNC3)
                    3'b001: begin   
                    rf_wr_sel = 2'b01; 
                    alu_fun  = 4'b1001;
                    end
                    3'b011: begin  
                    rf_wr_sel = 2'b01; 
                    alu_fun  = 4'b0111;
                    alu_srcA = 2'b10; 
                    alu_srcB = 3'b100;
                    end
                    3'b010: begin  
                    rf_wr_sel = 2'b01; 
                    alu_fun  = 4'b0110;
                    alu_srcA = 2'b00; 
                    alu_srcB = 3'b100;
                    end
                    3'b000: begin  
                    pcSource = 3'b101;
                    end
                    default: begin
                    end
                 endcase
               end
            LUI: begin
                alu_fun = 4'b1001;  
                alu_srcA = 2'b01; 
                rf_wr_sel = 2'b11; 
                pcSource = 3'b000;
            end
            AUIPC: begin
                alu_fun = 4'b0000;  
                alu_srcA = 2'b01;
                alu_srcB = 3'b011;  
                rf_wr_sel = 2'b11; 
                pcSource = 3'b000;
            end
            JAL: begin
                rf_wr_sel = 2'b00; 
                pcSource = 3'b011;
            end
            JALR: begin
                alu_fun = 4'b0000;  
                alu_srcA = 2'b00;
                alu_srcB = 3'b001;  
                rf_wr_sel = 2'b00; 
                pcSource = 3'b001;
            end
            LOAD: begin
                alu_fun = 4'b0000; 
                alu_srcA = 2'b00; 
                alu_srcB = 3'b001; 
                rf_wr_sel = 2'b10;  
                pcSource = 3'b000;
            end
            STORE: begin
                alu_fun = 4'b0000; 
                alu_srcA = 2'b00; 
                alu_srcB = 3'b010;
                pcSource = 3'b000;
            end
            OP_IMM: begin
                case(FUNC3)
                    3'b000: begin    
                        alu_fun = 4'b0000;
                        alu_srcA = 2'b00; 
                        alu_srcB = 3'b001;
                        rf_wr_sel = 2'b11; 
                        pcSource = 3'b000; 
                    end
                    3'b010: begin    
                        alu_fun = 4'b0010;
                        alu_srcA = 2'b00; 
                        alu_srcB = 3'b001;
                        rf_wr_sel = 2'b11; 
                        pcSource = 3'b000; 
                    end
                    3'b011: begin    
                        alu_fun = 4'b0011;
                        alu_srcA = 2'b00; 
                        alu_srcB = 3'b001;
                        rf_wr_sel = 2'b11; 
                        pcSource = 3'b000; 
                    end
                    3'b110: begin    
                        alu_fun = 4'b0110;
                        alu_srcA = 2'b00; 
                        alu_srcB = 3'b001;
                        rf_wr_sel = 2'b11; 
                        pcSource = 3'b000; 
                    end
                    3'b100: begin    
                        alu_fun = 4'b0100;
                        alu_srcA = 2'b00; 
                        alu_srcB = 3'b001;
                        rf_wr_sel = 2'b11; 
                        pcSource = 3'b000; 
                    end
                    3'b111: begin    
                        alu_fun = 4'b0111;
                        alu_srcA = 2'b00; 
                        alu_srcB = 3'b001;
                        rf_wr_sel = 2'b11; 
                        pcSource = 3'b000; 
                    end
                    3'b001: begin    
                        alu_fun = 4'b0001;
                        alu_srcA = 2'b00; 
                        alu_srcB = 3'b001;
                        rf_wr_sel = 2'b11; 
                        pcSource = 3'b000; 
                    end
                    3'b101: begin    
                        alu_srcA = 2'b00; 
                        alu_srcB = 3'b001;
                        rf_wr_sel = 2'b11; 
                        pcSource = 3'b000;
                        if (func7 == 0) 
                            alu_fun = 4'b0101;
                        else
                            alu_fun = 4'b1101;
                    end
                    default: begin
                        pcSource = 3'b000; 
                        alu_fun = 4'b0000;
                        alu_srcA = 2'b00; 
                        alu_srcB = 3'b000; 
                        rf_wr_sel = 2'b00; 
                    end
                endcase
            end
            BRANCH: begin
                case(FUNC3)
                    BEQ: begin
                        if (br_eq)
                        pcSource = 3'b010; 
                     end  
                     BNE: begin
                        if (br_eq ==0)
                        pcSource = 3'b010; 
                     end 
                     BLT: begin
                        if (br_lt)
                        pcSource = 3'b010; 
                     end 
                     BGE: begin
                        if (br_lt == 0)
                        pcSource = 3'b010; 
                     end 
                     BLTU: begin
                        if (br_ltu)
                        pcSource = 3'b010; 
                     end  
                     BGEU: begin
                        if (br_ltu == 0)
                        pcSource = 3'b010; 
                     end
                     default: begin
                        pcSource = 3'b000;
                     end
                endcase
             end
            OP_RG3: begin
                case(FUNC3)
                    3'b000: begin    
                        alu_srcA = 2'b00; 
                        alu_srcB = 3'b000;
                        rf_wr_sel = 2'b11; 
                        pcSource = 3'b000; 
                        if (func7 == 0)
                            alu_fun = 4'b0000;
                        else
                            alu_fun = 4'b1000;
                    end
                    3'b001: begin    
                        alu_fun = 4'b0001;
                        alu_srcA = 2'b00; 
                        alu_srcB = 3'b000;
                        rf_wr_sel = 2'b11; 
                        pcSource = 3'b000; 
                    end                 
                    3'b010: begin    
                        alu_fun = 4'b0010;
                        alu_srcA = 2'b00; 
                        alu_srcB = 3'b000;
                        rf_wr_sel = 2'b11; 
                        pcSource = 3'b000; 
                    end  
                    3'b011: begin    
                        alu_fun = 4'b0011;
                        alu_srcA = 2'b00; 
                        alu_srcB = 3'b000;
                        rf_wr_sel = 2'b11; 
                        pcSource = 3'b000; 
                    end  
                    3'b100: begin    
                        alu_fun = 4'b0100;
                        alu_srcA = 2'b00; 
                        alu_srcB = 3'b000;
                        rf_wr_sel = 2'b11; 
                        pcSource = 3'b000; 
                    end    
                    3'b101: begin    
                        alu_srcA = 2'b00; 
                        alu_srcB = 3'b000;
                        rf_wr_sel = 2'b11; 
                        pcSource = 3'b000; 
                        if (func7 == 0)
                            alu_fun = 4'b0101;
                        else
                            alu_fun = 4'b1101;
                    end       
                    3'b110: begin    
                        alu_fun = 4'b0110;
                        alu_srcA = 2'b00; 
                        alu_srcB = 3'b000;
                        rf_wr_sel = 2'b11; 
                        pcSource = 3'b000; 
                    end       
                    3'b111: begin    
                        alu_fun = 4'b0111;
                        alu_srcA = 2'b00; 
                        alu_srcB = 3'b000;
                        rf_wr_sel = 2'b11; 
                        pcSource = 3'b000; 
                    end       
                    default: begin
                        pcSource = 3'b000; 
                        alu_fun = 4'b0000;
                        alu_srcA = 2'b00; 
                        alu_srcB = 3'b000; 
                        rf_wr_sel = 2'b00; 
                    end
                endcase
            end
            default: begin
                 pcSource = 3'b000; 
                 alu_srcB = 3'b000; 
                 rf_wr_sel = 2'b00; 
                 alu_srcA = 2'b00; 
                 alu_fun = 4'b0000;
            end
        endcase
    end
endmodule
==> ds_physical_params.txt <==
Implementation parameters

Parameter                              Value

GRT
  Wire length of the first global-routing pass .................. 2.946 mm
  Gr ovfl total .................. 0
  Vias in the first global route .................. 608
  Number of antenna violations at the first check in global routing .................. 0
  Largest net degree at the start of global routing .................. 11
  Total GRT Usage .................. 5.518%

Placed design
  Count of port buffers added during placement .................. 29
  Post-detailed-placement half-perimeter wirelength .................. between 1.5 and 2 mm
  # placed instances .................. 158
  Final weighted congestion in routability-driven placement .................. 0.8437
  Worst slack after detailed placement .................. -0.3451 ns

STA
  Final setup margin .................. roughly 0.053 ns
  Portion of the clock cycle consumed by the worst path in the final layout .................. 97.97%
  Achievable clock frequency .................. ~390 MHz
  Final worst path period need .................. 2.547 ns
  Worst slew margin .................. around 80%
  Actual slew at the worst max-slew pin .................. 0.2951 ns
  Endpoints failing setup .................. 0
  Total count of max-transition violations in the final report .................. 0
  Final hold violation count .................. 0
  RSZ-0062 raised after global routing .................. yes

Floorplan
  X dimension of the die .................. roughly 80 um
  Number of top-level pins .................. 29
  Core area .................. 3416 sq um
  Vertical extent of the die .................. 80 um
  Core Density at Floorplan .................. 10.62%
  FP Rows .................. 21
  DIE AREA .................. around 6400 sq um

Final layout
  Combined flip-flop and latch cell area .................. 0 sq um
  Count of non-filler cells in the finished layout .................. 163
  Number of sequential cells .................. 0
  P&R area growth vs syn .................. 162.1%
  Layout clock buffers .................. 0
  Layout cells sized above 1 .................. between 40% and 50%

Power
  Leakage .................. 0.3921 nW
  Clock network power share .................. 0%
  Combinational share of power .................. 100.0%
  Cell internal pwr .................. between 50 and 60 uW
  Switching power summed over all nets .................. just over 40 uW
  Sequential Power Share .................. 0%
  Maximum resistive drop on vdd .................. around 43 uV
  Areal power density over the cells .................. ~100 nW/um^2
  Post-layout total power .................. 92.43 uW
  Switching part of the total power .................. 43.56%

Setup path
  Kind of launch point of the worst setup path .................. input pin
  Capturing element type of the critical path .................. output port
  Path type of the worst setup path .................. input pin to output port
  Critical path arrival .................. 2.03 ns
  Critical path's largest stage delay .................. 0.46 ns
  Req. time, crit path .................. 2.08 ns
  Worst Path Max Fanout .................. 2
  Highest-delay cell along the critical path .................. sky130_fd_sc_hd__clkdlybuf4s50_1
  Cell chain of the critical path .................. dlygate4sd2_1 -> maj3_2 -> or3b_4 -> nor2_4 -> clkdlybuf4s50_1

Synthesis
  Cell count after synthesis .................. 64
  Post-synth design cell area .................. 362.8 sq um
  Yosys Instances .................. around 64
  Area of the synthesized netlist per yosys stat .................. 362.8 sq um
  Yosys warnings .................. 0
  Post-synthesis average cell area .................. 5.670 sq um
  Unique cell type count in the Yosys netlist .................. 29
  Register area share after synthesis .................. 0%

Clock network
  CTS Hold Bufs .................. 0

Run status
  Result of the run .................. finished, final reports clean

Routing
  Vias per std cell .................. 3.988
  Number of nets with antenna violations after routing .................. 0
  Count of routing violations after the opening detailed-route iteration .................. 24
  Inserted Diodes .................. 0
  # DRC .................. 0
  Average wire per standard cell .................. 11.26 um
  First-pass iteration count of the detailed router .................. 3
  Via total after detailed routing .................. 650
  Total wire length .................. 1.836 mm

Min path
  Hold Path Class .................. input pin to output port

Flow run
  Number of OpenROAD warnings .................. 33
  Max capacitance violation total .................. 0
[cells in the mapped netlist, drive strengths merged, types with 2 or more instances]
| cell | n | area, sq um |
|---|---|---|
| nand4 | 2 | 12.51 |
| inv | 3 | 11.26 |
| nand2 | 5 | 18.77 |
| nor2 | 9 | 33.78 |
| xnor2 | 2 | 17.52 |
| o21ai | 6 | 30.03 |
| nand4b | 2 | 17.52 |
| nor3 | 5 | 30.03 |
| a31oi | 2 | 12.51 |
| buf | 2 | 10.01 |
| a21oi | 8 | 40.04 |
| nand3 | 3 | 15.01 |
| clkbuf | 2 | 8.750 |
[placed cells by master (no fill, tap or decap)]
cell and n:
sky130_fd_sc_hd__a31oi_1 2, sky130_fd_sc_hd__nor4_4 1, sky130_fd_sc_hd__clkdlybuf4s50_1 13, sky130_fd_sc_hd__clkbuf_2 1, sky130_fd_sc_hd__dlygate4sd2_1 14, sky130_fd_sc_hd__nand3_2 1, sky130_fd_sc_hd__or2b_1 1, sky130_fd_sc_hd__nor2_1 5
sky130_fd_sc_hd__nor2_4 2, sky130_fd_sc_hd__inv_2 2, sky130_fd_sc_hd__a2111oi_2 1, sky130_fd_sc_hd__nand4b_1 2, sky130_fd_sc_hd__nand2b_1 1, sky130_fd_sc_hd__buf_4 27, sky130_fd_sc_hd__a21oi_1 6, sky130_fd_sc_hd__clkdlybuf4s15_1 1
sky130_fd_sc_hd__inv_1 1, sky130_fd_sc_hd__and3_1 1, sky130_fd_sc_hd__nor3_2 2, sky130_fd_sc_hd__and4b_2 1, sky130_fd_sc_hd__nor3_1 3, sky130_fd_sc_hd__nand2_2 1, sky130_fd_sc_hd__a21o_1 1, sky130_fd_sc_hd__buf_6 1
sky130_fd_sc_hd__nor2b_1 1, sky130_fd_sc_hd__nor3b_2 1, sky130_fd_sc_hd__xnor2_1 2, sky130_fd_sc_hd__nand3_1 2, sky130_fd_sc_hd__a21oi_2 2, sky130_fd_sc_hd__or2_2 1, sky130_fd_sc_hd__or3b_4 1, sky130_fd_sc_hd__mux2i_1 1
sky130_fd_sc_hd__o21ai_0 6, sky130_fd_sc_hd__nor2_2 2, sky130_fd_sc_hd__nand2_1 4, sky130_fd_sc_hd__nand4_1 2, sky130_fd_sc_hd__maj3_2 1
[area by class of cell]
class              instances  area, sq um
fillers                  384         2465
inverters                  3        11.26
well taps                 46        57.56
multi-input cells         57        400.4
repair buffers            57        481.7
[what timing repair did]
item,4_1_cts,5_1_grt
gates resized,31,7
endpoints found under the setup margin,14,5
buffers inserted,5,0
pin swaps,9,3
[power by group through the flow]
stage / Combinational, mW / Sequential [mW] / Clock, mW
after CTS: 0.0906 / 0 / 0
after global routing: 0.101 / 0 / 0
final: 0.0924 / 0 / 0
[cell families (layout without fill, tap and decap cells)]
logic type      after synthesis  count (layout)  synth area share, %
xor+xnor                      2               2                4.828
compound gates               18              18                27.24
buf+inv                       7              60                8.273
mux                           1               1                2.759
simple gates                 35              35                53.80
fa+ha+maj                     1               1                3.103
[metal layers]
layer	GRT usage, %	up-vias	share of wire (%)
met1	6.922	295	43
li1	-	345	-
met5	0	-	0
met4	0	0	0
met3	0.5682	0	3.1
met2	10.35	10	53
[worst max-delay path, delay by kind of cell]
kind          cells  cell delay [ns]
buf+inv           2             0.71
simple gates      2             0.50
fa+ha+maj         1             0.30
[worst paths after layout]
check                     start     endpoint  cells past startpoint
worst min-delay path  int_taken  alu_srcA[1]                      4
worst max-delay path  opcode[2]   alu_fun[0]                      5
[stage by stage]
stage / hold WS, ns / setup TNS (ns) / util [%] / cell area (sq um)
final: 1.752 / 0 / 27.84 / 950.9
after global routing: 1.788 / -0.02218 / 27.84 / 950.9
after CTS: 1.721 / 0 / 27.55 / 940.9
after detailed placement: 1.995 / -3.157 / 25.31 / 864.6
after global placement: 2.004 / -3.085 / 25.31 / 864.6
after floorplan: 1.051 / 0 / - / 362.8
Power figures rest on the tool's default switching activity, not on a simulated workload.
